--- flow/config.mk ---
export PLATFORM = sky130hd
export DESIGN_NAME = lecture8_1
export DESIGN_NICKNAME = lecture8_1
export VERILOG_FILES = /design/flow/design.v
export SDC_FILE = /design/flow/constraint.sdc
export NUM_CORES = 4
export LEC_CHECK = 1
export CORE_AREA = 10 10 70 70
export DIE_AREA = 0 0 80 80
--- flow/constraint.sdc ---
current_design lecture8_1

set clk_period 1.0
set clk_io_pct 0.2

create_clock -name clk0 -period $clk_period [get_ports {Clk}]

set non_clock_inputs [all_inputs -no_clocks]
set_input_delay [expr $clk_period * $clk_io_pct] -clock clk0 $non_clock_inputs
set_output_delay [expr $clk_period * $clk_io_pct] -clock clk0 [all_outputs]
--- flow/design.v ---
`timescale 1ns / 1ps
module lecture8_1(
    input Clk,
    input [3:0] D,
    input reset,
    input load,
    output reg [3:0] Q
    );
    always @(posedge Clk)
        if (reset)
        begin
            Q <= 4'b0;
        end else if (load)
        begin
            Q <= D;
        end
endmodule
--- flow/run.sh ---
#!/bin/bash
# OpenROAD 26Q1-2900-gdf79404cd8, Yosys 0.63+post, stock flow scripts
make -C /OpenROAD-flow-scripts/flow DESIGN_CONFIG=/design/flow/config.mk WORK_HOME=/design/flow/orfs finish
==> qor.yml <==
sta:
  worst_slew_margin_rel: 0.844
  worst-slew-pin-transition_ns: 0.234
  finalSetupViolations: 0
  final.setup_skew_ns: 0
  hold_violation_count_in_the_final_report: 0
  slew_viol_final: 0
  fin_crit_sh: 0.962
  setup_ws_ns: 0.0378
  achievable-frequency_mhz: 1040
  rsz_0062_raised_after_global_routing: "no"
  layout_min_cycle_time_ns: 0.962
final_layout:
  fin_area_um2: 319
  largest_register_ffs: 4
  post_route_cells_drive_above_1_share: 0.240
  syn2layout_area_growth_pct: 128
  layout_top_registers: "Q (4)"
  registers.top_by_ff_count: "Q"
  final_core_utilization: 0.0934
pwr:
  irDropWorstVdd_mv: 0.181
  power_uw: 426
  p_per_area_nw_per_um2: 1330
  cellLeakagePower_uw: 0.000121
place:
  gp_congestion: 0.725
  placement.cell_area_um2: 293
  port_buffer_count: 10
  pre_cts_ws_ns: -0.182
logic_synthesis:
  cell_area_synth_um2: 140
  avgSynthCellArea_um2: 10.8
  postSynthRegisterBits: 4
  yosysCellCount: 13
  area_leaders: "dfxtp_1, mux2i_1, nor2_1"
  synth_largest_type_area_fraction: 0.571
  synth.yosys.chip_area_um2: 140
  synth_cells: 13
  yosys_warnings: 1
  yosysTopAreaCell: "dfxtp_1"
  yosys.cell_types.count: 4
  synth_sequential_area_ratio: 0.571
detailed_routing:
  vias: 127
  routedWlPerCell_um: 6.46
  postRouteWirelength_um: 459
  drt_iter0_markers: 3
  detail_route.drc_violations: 0
  antenna_left: 0
  antenna_cells_inserted: 0
  route.detailed.vias_per_inst: 1.79
  dr.pass1.iters: 3
grt:
  antenna_found_initial: 0
  grt.overflow.total: 0
  track_usage: 0.0160
  met2_use_gr: 0.0177
  largest_net_degree_at_the_start_of_global_routing: 5
  global_route.peak_usage_layer: "met3"
  vias_in_the_first_global_route: 163
  grt_first_pass_wirelength_um: 745
  grtUsageMet1: 0.0167
  globalRouteMet3Util: 0.0193
setup_path:
  critPathMaxFanout: 4
  crit_family: "buffers and inverters"
  cp.required_ns: 1.12
  crit_path_end_kind: "flop"
  worst_path_max_stage_delay_ns: 0.59
  cp_slowest_cell: "clkdlybuf4s50_1"
  start_kind: "input pin"
  setup.worst_path.class: "input pin to flop"
  critical_path.cell_chain: "clkdlybuf4s50_1 -> mux2i_1 -> nor2_1"
  timing.critical_path.buf_inv: 1
  cp_data_arrival_time_ns: 1.08
clock_tree:
  tritoncts: "done"
  postCtsSetupBuffers: 0
  htreeDepth: 1
  cts-hold-fix-buffers: 0
  numClockSinks: 4
  clk_transition_reported_paths_ns: 0.04
  cts-root-to-sink-buffers: 2
  cts_inserted_buffers: 3
  clock.latency.late_pin_ns: 0.23
  clk_root_buffer_cell: "clkbuf_4"
flow_run:
  cap_viol_max_count: 0
  warning_count: 25
floorplan:
  core_outline_area_um2: 3420
  placement_row_count: 21
  fp_util: 0.0410
  dieHeight_um: 80
  die-width_um: 80
  ios: 11
  chipArea_um2: 6400
worst_hold_path:
  worst_hold_path_type: "flop to flop"
status:
  result_of_the_run: "complete, no violations"
==> stage by stage <==
stage / setup TNS (ns) / std cells / hold WS [ns]
after floorplan: 0 / 13 / 0.272
final: 0 / 71 / 0.482
after detailed placement: -0.707 / 68 / 0.484
after global routing: 0 / 71 / 0.537
after global placement: -0.668 / 68 / 0.474
after CTS: 0 / 71 / 0.485
==> repair_timing <==
item / CTS / global route
setup endpoints to repair: 4 / 4
cloned: 0 / 0
gates resized: 7 / 4
==> worst min-delay path: stages, from the launching register on <==
cell and delay, ns:
dfxtp_2 0.31, mux2i_1 0.06, nor2_1 0.07
==> cell usage in the layout, fill, tap and decap left out <==
cell and n:
clkdlybuf4s15_1 4, nor2_1 4, dfxtp_1 1, clkbuf_4 3, clkdlybuf4s50_1 6, dfxtp_2 3, mux2i_1 4
==> cell families (layout without fill, tap and decap cells) <==
logic type	count (synthesis)	count (layout)	share of synthesized area
buf+inv	1	13	0.0357
flops	4	4	0.571
mux	4	4	0.286
simple gates	4	4	0.107
==> synth_stat cells <==
cell      count
mux2i_1       4
dfxtp_1       4
nor2_1        4
clkbuf_2      1
==> final timing paths <==
path	start	end	slack, ns	cells after the start
max	load	Q[3]	0.04	3
min	Q[2]	Q[2]	0.48	2
max reg2reg	Q[3]	Q[3]	0.39	2
min reg2reg	Q[2]	Q[2]	0.48	2
==> power by group <==
group	switching (uW)	internal, uW	leakage, uW	total, uW
clock network	61.0	134	0.0000138	195
registers	4.28	171	0.0000341	176
logic	14.9	40.2	0.0000726	55.1
total	80.2	346	0.000121	426
==> layout make-up <==
type / count / area, um^2
fill: 401 / 3100
timing repair buffer: 10 / 100
sequential: 4 / 83.8
tap: 46 / 57.6
multi-input combinational: 8 / 55.1
clock buffer: 3 / 22.5
==> metal layers <==
layer | wire (um) | vias to the layer above
met5 | 0 | -
met4 | 0 | 0
met3 | 111 | 0
met2 | 171 | 10
met1 | 176 | 51
li1 | - | 66
Power is estimated from default activity; no workload was simulated.
