$ cat ./config.mk
export PLATFORM = sky130hd
export DESIGN_NAME = lecture6_2
export DESIGN_NICKNAME = lecture6_2
export VERILOG_FILES = /design/flow/design.v
export SDC_FILE = /design/flow/constraint.sdc
export NUM_CORES = 4
export LEC_CHECK = 1
export CORE_AREA = 10 10 70 70
export DIE_AREA = 0 0 80 80
$ cat ./constraint.sdc
current_design lecture6_2

set clk_period 1.2
set clk_io_pct 0.2

create_clock -name clk0 -period $clk_period

set non_clock_inputs [all_inputs -no_clocks]
set_input_delay [expr $clk_period * $clk_io_pct] -clock clk0 $non_clock_inputs
set_output_delay [expr $clk_period * $clk_io_pct] -clock clk0 [all_outputs]
$ cat ./design.v
`timescale 1ns / 1ps
module decoder(x,D);
    input wire [2:0]x;
    output wire [7:0]D;
    assign #2 D[0] = ~x[0] & ~x[1] & ~x[2];
    assign #2 D[1] = ~x[0] & ~x[1] & x[2];
    assign #2 D[2] = ~x[0] & x[1] & ~x[2];
    assign #2 D[3] = ~x[0] & x[1] & x[2];
    assign #2 D[4] = x[0] & ~x[1] & ~x[2];
    assign #2 D[5] = x[0] & ~x[1] & x[2];
    assign #2 D[6] = x[0] & x[1] & ~x[2];
    assign #2 D[7] = x[0] & x[1] & x[2];
endmodule
module lecture6_2(x,g,y);
    input wire [2:0] x;
    input wire [2:0] g;
    output wire [7:0] y;
    wire [7:0]temp;
    wire [0:0]en;
    decoder inst_1 (x,temp);
    assign #2 en = (g[2] & ~g[1] & ~g[0]);
    assign #2 y[0] = ~(en & temp[0]);
    assign #2 y[1] = ~(en & temp[1]);
    assign #2 y[2] = ~(en & temp[2]);
    assign #2 y[3] = ~(en & temp[3]);
    assign #2 y[4] = ~(en & temp[4]);
    assign #2 y[5] = ~(en & temp[5]);
    assign #2 y[6] = ~(en & temp[6]);
    assign #2 y[7] = ~(en & temp[7]);
endmodule
$ cat ./run.sh
#!/bin/bash
# OpenROAD 26Q1-2900-gdf79404cd8, Yosys 0.63+post, stock flow scripts
make -C /OpenROAD-flow-scripts/flow DESIGN_CONFIG=/design/flow/config.mk WORK_HOME=/design/flow/orfs finish
==> summary.txt <==
fresh numbers from the pnr run: proportion of synthesized chip area in sequential cells=0%, number of clock buffers in the layout=0, distinct lib cells=7, Synth Area per Inst=6.930 sq um, max-cap check violation count=0, cell area after synthesis=90.09 sq um, horizontal die dimension=80 um, time the final worst path needs with I/O delays and setup=1.230 ns, share of the core filled with cells in the final layout=9.194%, share of post-route cells with drive strength above 1=72.73%, number of antenna violations at the first check in global routing=0, # fillers=398, routed length per placed instance=7.418 um, synthesis-to-layout area growth=248.6%, post-route fraction of the period consumed by the critical path=102.5%, peak supply drop=0.00001752 V, antenna-violating nets left=0, core area=0.003416 sq mm, min setup slack post-route=-0.03008 ns, Tool Warnings=34, Final Cell Area=314.1 sq um, count of port buffers added during placement=14, global-route total usage across every layer=1.616%, largest stage delay on the critical path=0.31 ns, relative slew slack=82.62%, Cell Area, Placed=295.3 sq um, Seq Cell Count=0, power per unit of standard cell area=163.8 mW/mm^2, cell count listed in synth_stat.txt=13, nature of the critical path startpoint=primary input, family of cells with the greatest summed delay on the critical path=buffers and inverters, worst hold-check path type=in2out, outcome=finished, violations left, number of iterations in the first detailed-routing pass=1, final-layout setup total negative slack=-0.1220 ns, unrepaired setup endpoints after global routing=yes, violation count after the first detailed-routing iteration=0, number of antenna repair diodes=0, final hold violation count=0, detailed-route via count=180, detailed-route vias per instance=2.278, Die Y=80 um, class of the most critical setup path=in2out, number of buffers and inverters on the critical path=3, Synth top cells by count=6 x nand2_1, 2 x nor2b_1, # IOs=14, CP Capture Type=output pin, number of cell rows=21, setup violators final=6, Warnings, synthesis=0, leading cell type by number of instances after synthesis=nand2_1, final weighted congestion of routability-driven global placement=0.7836, synth top area cells=nor4b_4 26%, nand2_1 25%, and4bb_1 14%, nor2b_1 14%, nand3_2 11%, slowest stage cell, crit path=nor4b_4, global-route wire length before repair=876 um, area of all sequential standard cells=0 sq um, cell count after synthesis=13, Initial Utilization=2.637%, Area leader share=26.39%, remaining global-route overflow=0, transition time at the pin with the least slew margin=0.2596 ns, hold_ws=0.8541 ns, overall power consumption=0.05144 mW, area reported by Yosys stat=90.09 sq um, total count of max-transition violations in the final report=0, static power due to leakage=0.1104 nW, Cell Chain, Critical Path=buf_6 -> nor4b_4 -> buf_4 -> nand2_2 -> buf_2, total placed cells including tap cells=74, number of global-route vias before repair=180, largest net degree at the start of global routing=6, routed wire length=586 um, Required @ worst endpoint=0.96 ns, number of standard cells in the final layout excluding fillers=79, failing checks=setup timing, CP Data Arrival Time=0.99 ns, largest area contributor in the synthesized netlist=nor4b_4, Worst Setup Slack post-DPL=-0.6717 ns, Die Size=0.006400 sq mm, Peak Freq=0.8130 GHz, DRC errors left=0, CP max FO=3
## logic make-up (layout without fill, tap and decap cells)
logic type / count (synthesis) / count (layout) / share of synthesized area, %
buffers and inverters: 0 / 20 / 0
and+or+nand+nor: 13 / 13 / 99.98
## area by class of cell
cell class	instances	area, sq um	share of cell area, %
Tap cell	46	57.56	18.33
Timing Repair Buffer	20	153.9	49.00
Multi-Input combinational cell	13	102.6	32.67
## report_power, final
part	total, mW	switching [mW]	internal (mW)	leakage [nW]
logic	0.0514	0.0206	0.0309	0.110
registers	0	0	0	0
clock network	0	0	0	0
total	0.0514	0.0206	0.0309	0.110
## cell usage in the layout, fill, tap and decap left out
cell type        instances
and4bb_2                 1
buf_2                    8
buf_4                    4
buf_6                    4
clkdlybuf4s15_1          3
dlygate4sd2_1            1
nand2_1                  3
nand2_2                  3
nand3_1                  1
nand3_2                  1
nor2_1                   1
nor2b_2                  2
nor4b_4                  1
## timing repair
| action | in CTS | in global routing |
|---|---|---|
| cloned | 0 | 0 |
| hold buffers | 0 | 0 |
| buffers inserted | 5 | 0 |
| gates resized | 50 | 3 |
| setup endpoints to repair | 8 | 7 |
| pin swaps | 5 | 1 |
## layer usage
layer / vias up / global-route usage, % / share of wire (%)
met2: 12 / 2.648 / 37
li1: 88 / - / -
met3: 0 / 0.9091 / 20
met1: 80 / 1.912 / 43
met4: 0 / 0 / 0
met5: - / 0 / 0
## worst paths after layout
path	start	end	slack, ns	cells after the start
worst max-delay path	g[0]	y[2]	-0.03	5
worst min-delay path	g[0]	y[6]	0.85	5
Power is estimated from default activity; no workload was simulated.
